==> design.v <==
module top(
	input wire 			clk_50mhz,
	output logic[7:0]	led_n
);
	initial led_n = 8'hff;
	logic[7:0] led = 0;
	logic[20:0] count = 0;
	always_ff @(posedge clk_50mhz) begin
		count	<= count + 1;
		if(count == 0)
			led <= led + 1;
		led_n	<= ~led;
	end
endmodule
==> run.sh <==
#!/bin/bash
# OpenROAD 26Q1-2900-gdf79404cd8, Yosys 0.63+post, stock flow scripts
make -C /OpenROAD-flow-scripts/flow DESIGN_CONFIG=/design/flow/config.mk WORK_HOME=/design/flow/orfs finish
==> config.mk <==
export PLATFORM = sky130hd
export DESIGN_NAME = top
export DESIGN_NICKNAME = top
export VERILOG_FILES = /design/flow/design.v
export SDC_FILE = /design/flow/constraint.sdc
export NUM_CORES = 4
export LEC_CHECK = 1
export CORE_AREA = 10 10 110 110
export DIE_AREA = 0 0 120 120
==> constraint.sdc <==
current_design top

set clk_period 2.8
set clk_io_pct 0.2

create_clock -name clk0 -period $clk_period [get_ports {clk_50mhz}]

set non_clock_inputs [all_inputs -no_clocks]
set_input_delay [expr $clk_period * $clk_io_pct] -clock clk0 $non_clock_inputs
set_output_delay [expr $clk_period * $clk_io_pct] -clock clk0 [all_outputs]
==> notes.md <==
The flow ran to the end, and the final reports show no timing, DRC or antenna violations. Overall die height: 120 microns. Per the cell usage report, the commonest logic cells after layout are dfxtp_1 (29), xnor2_1 (20), nand3_1 (16). The run gives 3.199% for the total track usage. The portion of synthesized cell area occupied by the leading cell type came out at 41.58%. In the final report, the number of endpoints failing setup comes to 0. The total number of clock tree sinks was 37; the leakage power total was 0.5725 nW. The most common logic cell in the final layout is dfxtp_1.

Per the timing report, the most critical flop-to-flop path finishes at led[7]. The report lists the number of standard-cell rows as 36. For the worst setup path, the data required time is 2.73 ns. In the post-route report, total wirelength is listed as 2100 microns. Endpoints failing hold in the final report were tallied at 0. Summing over every cut layer, the via total after detailed routing is 849. The analysis reports a worst IR drop on VDD of 211.8 uV.

The clock slew seen by the registers of the worst setup and hold paths is 0.07 ns. The placement report lists the number of port buffers as 8. Detailed-route iteration 0 reported a violation count of 39. The cell type with the largest total area after synthesis is dfxtp_1. The run gives 1396 sq um as the area of the mapped netlist. The post-route netlist has 8.088% of its cells at a drive strength greater than 1. Before placement the cells fill 14.29% of the core.

Broken down by cell family, the worst path's largest delay share belongs to simple AND/OR/NAND/NOR gates. The total number of yosys warnings was 1. The run gives 3919 microns for the global-route wire length before repair.

For this design, the CTS-stage hold fixing added 0 buffers. The signed area change from the synthesized netlist to the final layout was 25.54%; the worst hold path depth was 1. With the final tally of max-slew violations at 0, the cell count after placement is 261.

STA lists the startpoint of the worst register-to-register path as count[0]. The run gives 0 as the number of post-CTS setup repair buffers. The tool flagged a number of max-cap violations equal to 0.

The synthesis report lists the most area-consuming cells as dfxtp_1 (42%), edfxtp_1 (17%), xnor2_1 (13%). The number of cells on the worst reg-to-reg path is 5. The largest net degree at the start of global routing came out at 13.

The routed design shows a via density per instance of 3.156. The logs give 0 for the DRC violation count after routing and 0 for the antenna diode count. Setup repair after global routing left no endpoint under its margin. The floorplan step defined a die boundary enclosing 14400 sq um. For the post-CTS resize count, the log shows 0.

At the placement stage, the worst setup path has a slack of 1.008 ns. The combined buffer and inverter count along the critical path came out at 1. The worst path meets setup with 1.010 ns of slack. The final report gives the core utilization as 17.93%. The cell sitting at the root of the clock tree is a clkbuf_8. The filler cell count was 1061; the routed wirelength normalized by instance count was 7.807 microns. For this design the top-level I/O count stands at 9. Headroom to the max-slew limit came out at 61.44%.

The setup check on the worst reg-to-reg path leaves a slack of 1.01 ns. The clock H-tree reported by CTS has 2 levels. Fraction of the cycle the final worst path needs: 63.94%.

Per the layout area report, the register area comes to 820.8 sq um. Cell with the largest stage delay on the worst path: nor2_1. In this run, synthesis produced a sequential element count of 37. With the number of global-route vias before repair at 849, the overall overflow remaining after global route is 0.

With the detailed-placement wirelength estimate at 1458 microns, the worst clock skew is 0.006503 ns. The worst setup path is of the reg2reg kind. TritonCTS built the clock tree. With the number of cells in the yosys synthesis report at 120, the global placement routability congestion is 0.8053.

OpenROAD emitted warnings numbering 26. The insertion delay to the later sink of the worst-skew pair came out at 0.29 ns. The core region is 9774 sq um. For the number of antenna violations at the first check in global routing, the log shows 0. After synthesis, the netlist uses 19 different library cells. Final antenna-violating net count: 0.

The launch point of the worst hold path was led[7]. Per the layout area report, the combinational gate area comes to 538.0 sq um. The clock period could shrink to 1.790 ns. Timing would allow up to 0.5585 GHz. The transition time recorded at the tightest slew-check pin is 0.5763 ns.

STA classifies the critical path startpoint as a register. Sequential cells were found to cover 58.78% of the synthesized design area. The chip area from the yosys synthesis statistics was 1396 sq um. After the flow finishes, the layout carries non-filler instances totaling 269. Note that the worst hold path type here is reg2reg. The worst setup path is captured at a register. The areal power density over the cells works out to 564.3 nW/um^2. Adding up every negative setup slack in the final design gives 0 ns. TritonCTS created 5 clock buffers. The tools report the data arrival at the endpoint of the critical path as 1.72 ns.

The destination of the worst hold path is led_n[7]. For the buffer levels on the longest clock path, the log shows 2. Walking the worst path, the cells encountered are inv_1, ha_1, nor4b_1, nand3_1, nor2_1.

Summing internal, switching and leakage power gives 0.9892 mW. The timing report gives the biggest stage delay along the critical path as 0.48 ns. Number of cells produced by synthesis: 120. After synthesis, the mean cell area works out to 11.64 sq um. The top fanout value on the critical path works out to 8. Die boundary width: 120 microns. According to the report, the first pass of detailed routing completed in 4 iterations.
-- state kept, by name (all words and copies together) (netlist names) --
name   count
count     21
led_n      8
led        8
-- cell families (layout without fill, tap and decap cells) --
family                   Yosys count  count (layout)  share of synthesized area (%)
XOR/XNOR                          25              25                          15.68
adder cells (fa/ha/maj)            3               3                          2.688
buffers and inverters             10              26                          2.688
flip-flops                        37              37                          58.78
AND/OR/NAND/NOR                   45              45                          20.16
-- worst max path at each step --
| stage | startpoint | endpoint | slack, ns | cells past startpoint |
|---|---|---|---|---|
| finish | count[0] | led[7] | 1.01 | 5 |
| global route | count[0] | led[7] | 0.83 | 5 |
| CTS | count[0] | led[7] | 0.99 | 5 |
-- through the flow --
| stage | hold WS [ns] | area (sq um) |
|---|---|---|
| 6_report | 0.4174 | 1753 |
| 5_1_grt | 0.4603 | 1753 |
| 4_1_cts | 0.4181 | 1753 |
| 3_5_place_dp | 0.4081 | 1643 |
| 3_3_place_gp | 0.4113 | 1643 |
| 2_1_floorplan | 0.3999 | 1396 |
-- layer usage --
metal  GRT usage, %  routed length [microns]
met1          4.170                     1060
met2          4.230                      788
met3          2.237                      198
met4         0.6787                       52
met5              0                        0
-- worst register-to-register path: stages (launching register included) --
cell and delay (ns):
dfxtp_1 0.33, inv_1 0.08, ha_1 0.14, nor4b_1 0.27
nand3_1 0.13, nor2_1 0.48
-- layout make-up --
type / instances / share of cell area (%)
clock buffers: 5 / 3.926
clock inverters: 3 / 2.355
inverters: 10 / 2.141
multi-input cells: 73 / 30.69
flip-flops and latches: 37 / 46.82
well taps: 133 / 9.493
repair buffers: 8 / 4.568
-- cells in the mapped netlist --
cell      number
and3_1         3
nor2_1         3
nor4_1         5
nor4_4         1
xnor2_1       20
inv_1         10
nand4_4        1
nor4b_1        1
nand4_1        4
and4_1         3
nor3_1         1
and3_2         1
dfxtp_1       29
xor2_1         5
ha_1           3
nand3_1       16
nor2_2         1
nand2_1        5
edfxtp_1       8
-- report_power, final --
| part | switching, mW | internal, mW | total (mW) |
|---|---|---|---|
| registers | 0 | 0.542 | 0.542 |
| logic | 0 | 0 | 0.000000194 |
| clock network | 0.186 | 0.262 | 0.447 |
| total | 0.186 | 0.804 | 0.989 |
Power figures rest on the tool's default switching activity, not on a simulated workload.
